### /design/flow/config.mk
export PLATFORM = sky130hd
export DESIGN_NAME = APB_WRAPPER
export DESIGN_NICKNAME = APB_WRAPPER
export VERILOG_FILES = /design/flow/design.v
export SDC_FILE = /design/flow/constraint.sdc
export NUM_CORES = 4
export LEC_CHECK = 1
export CORE_UTILIZATION = 40
### /design/flow/constraint.sdc
current_design APB_WRAPPER

set clk_period 5.2
set clk_io_pct 0.2

create_clock -name clk0 -period $clk_period [get_ports {PCLK}]

set non_clock_inputs [all_inputs -no_clocks]
set_input_delay [expr $clk_period * $clk_io_pct] -clock clk0 $non_clock_inputs
set_output_delay [expr $clk_period * $clk_io_pct] -clock clk0 [all_outputs]
### /design/flow/design.v
module APB_Master(
	input PCLK,                
	input PRESETn,             
	input TRANSFER,            
	input [31:0] PRDATA,       
	input PREADY,              
	input [31:0] address,      
	input [31:0] write_data,   
    input write_en,            
	output reg PSELx,          
	output reg PENABLE,        
	output reg PWRITE,		   
	output reg [31:0] PADDR,   
	output reg [31:0] PWDATA,  
	output reg [31:0] read_data
	);
	localparam IDLE = 0;
	localparam SETUP = 1;
	localparam ACCESS = 2;
	reg [1:0] state , next_state;
    always @(posedge PCLK or negedge PRESETn) begin
        if (!PRESETn) begin
            state <= IDLE;   
        end else begin
            state <= next_state;   
        end
    end
    always @(*) begin
        case (state)
            IDLE: begin
                if (TRANSFER) begin
                    next_state = SETUP;   
                end else begin
                    next_state = IDLE;    
                end
            end
            SETUP: begin
                next_state = ACCESS;   
            end
            ACCESS: begin
                if (PREADY) begin
                    next_state = IDLE;   
                end else begin
                    next_state = ACCESS;  
                end
            end
            default: next_state = IDLE;   
        endcase
    end
    always @(posedge PCLK or negedge PRESETn) begin
        if (!PRESETn) begin
            PADDR <= 32'b0;
            PSELx <= 1'b0;
            PENABLE <= 1'b0;
            PWRITE <= 1'b0;
            PWDATA <= 32'b0;
            read_data <= 32'b0;
        end else begin
            case (state)
                IDLE: begin
                    PSELx <= 1'b0;
                    PENABLE <= 1'b0;
                end
                SETUP: begin
                    PADDR <= address;      
                    PWRITE <= write_en;    
                    PSELx <= 1'b1;         
                    PWDATA <= write_data;  
                    PENABLE <= 1'b0;       
                end
                ACCESS: begin
                    PENABLE <= 1'b1;   
                    if (!write_en && PREADY) begin
                        read_data <= PRDATA;  
                    end
                end
            endcase
        end
    end
endmodule
module APB_Slave (
    input PCLK,
    input PRESETn,
    input PSELx,
    input PENABLE,
    input PWRITE,
    input [31:0] PADDR,
    input [31:0] PWDATA,
    output reg PREADY,
    output reg [31:0] PRDATA
);
    reg [31:0] memory [0:7];
    always @(posedge PCLK or negedge PRESETn) begin
        if (!PRESETn) begin
            PRDATA <= 32'b0;
            PREADY <= 1'b0;
        end
        else begin
            if (PSELx && PENABLE) begin
                if (PWRITE) begin
                    memory[PADDR[2:0]] <= PWDATA;
                    PREADY <= 1'b1;
                end
                else begin
                    PRDATA <= memory[PADDR[2:0]];
                    PREADY <= 1'b1;
                end
            end 
            else begin
                PREADY <= 1'b0;
            end
        end
    end
endmodule
module APB_WRAPPER(
    input PCLK,             
    input PRESETn,          
    input TRANSFER,         
    input [31:0] address,   
    input [31:0] write_data,  
    input write_en,         
    output [31:0] read_data  
);
    wire PSELx;
    wire PENABLE;
    wire PWRITE;
    wire [31:0] PADDR;
    wire [31:0] PWDATA;
    wire [31:0] PRDATA;
    wire PREADY;
    APB_Master MASTER (
        .PCLK(PCLK),
        .PRESETn(PRESETn),
        .PREADY(PREADY),      
        .PRDATA(PRDATA),     
        .TRANSFER(TRANSFER),
        .address(address),
        .write_data(write_data),
        .write_en(write_en),
        .PADDR(PADDR),
        .PSELx(PSELx),
        .PENABLE(PENABLE),
        .PWRITE(PWRITE),
        .PWDATA(PWDATA),
        .read_data(read_data)
    );
    APB_Slave SLAVE (
        .PCLK(PCLK),
        .PRESETn(PRESETn),
        .PSELx(PSELx),
        .PENABLE(PENABLE),
        .PREADY(PREADY),
        .PWRITE(PWRITE),
        .PADDR(PADDR),
        .PWDATA(PWDATA),
        .PRDATA(PRDATA)
    );
endmodule
### /design/flow/run.sh
#!/bin/bash
# OpenROAD 26Q1-2900-gdf79404cd8, Yosys 0.63+post, stock flow scripts
make -C /OpenROAD-flow-scripts/flow DESIGN_CONFIG=/design/flow/config.mk WORK_HOME=/design/flow/orfs finish
==> flow_summary.toml <==
# generated from flow reports
[worst_setup_path]
worst_setup_path_start_kind = "flop"
cp_cell_sequence = "nand2b_1, buf_4, nor3_2, buf_4"
worstPathRequired_ps = 5380
r2r-start = "MASTER.PADDR[0]$_DFFE_PN0P_"
slowest_stage = "dfrtp_1"
critPathMaxStageDelay_ps = 900
cp.arrival_ps = 3150
crit_type = "flop to flop"
cp_common_cell = "buf_4"
critical-path-top-delay-family = "flip-flops"
timing.critical_path.buf_inv = 2
critPathMaxFanout = 21
endpoint_kind = "flop"
cp-startpoint = "MASTER.PADDR[0]$_DFFE_PN0P_"

[sta]
maxSlewViolCount = 0
skew_ps = 13.29
slew_headroom_pct = 32.97
worst_slew_pin_slew_ps = 1000
rsz0062_at_grt = "false"
period_used_pct = 57.19
fin_tns_setup_ps = 0
clock.fmax_mhz = 336.3
setup_viol = 0
hold_violations = 0
period_needed_ps = 2974

[routing]
vias_per_cell = 5.133
first_iter_violations = 310
drc = 0
antenna-diode-count = 0
wl_mm = 26.28
dr.pass1.iters = 4
wl_per_cell_um = 19.22
dr_total_vias = 7017
ant_nets = 0

[clock_tree]
cts_tree = "built"
cts_resized = 0
numCtsBuffers = 38
cts_setup_buffers = 0
htreeDepth = 2
cts.path.max_buffers = 3
cts_root_buf = "clkbuf_16"
holdBufCountCts = 0
clock_sinks = 362
clkLatencyLatePin_ps = 520
path_clk_slew_ps = 60

[die]
die_w_um = 187.4
fp_util_pct = 40.81
io_pins = 100
core_region_area_um2 = 33700
dieArea_um2 = 35130
rows = 67
die_y_um = 187.4

[layout]
final_area_um2 = 16100
logic_area_um2 = 2918
fill_cells = 2836
synthToLayoutAreaGrowth_pct = 17.08
drive_gt1_share_pct = 15.13
ff_latch_area_um2 = 10350

[yosys]
async_flop_share_pct = 29.28
edf_count = 256
synthTopCellsByCount = "edfxtp_1, dfrtp_1, mux2i_1"
synth_cells = 799
top_area_share_pct = 55.90
ys_ff = 362
ys_area_um2 = 13750
yosysWarnings = 3
ys.flop_type = "edfxtp_1"
synth_area_um2 = 13750
syn_avg_cell_area_um2 = 17.21
synth.most_common_cell = "edfxtp_1"
synth_seq_share_pct = 75.20
top_cells_by_area = "edfxtp_1, dfrtp_1, mux2i_1, mux2_2, o22ai_1"
ys_cells = 799
ys_types = 36
yosysTopAreaCell = "edfxtp_1"

[global_route]
grt_pass1_wl_mm = 41.03
antenna_found_initial = 0
grt_pass1_vias = 7324
grt_max_degree = 51
overflow = 0
grt_use_total_pct = 16.57

[pwr]
peakVddDrop_mv = 0.2885
power.leakage_nw = 5.987
p_per_area_nw_per_um2 = 563.1

[placement]
dpl_cell_area_um2 = 14870
io_buffer_count = 70
dp_hpwl_mm = 15.03
place_congestion = 0.7453

[outcome]
status = "finished clean"

[run]
warnings = 54
cap_violations = 0

[min_path]
hold_class = "input pin to asynchronous set/reset pin"
## cells in the final DEF, fill, tap and decap left out, types with 2 or more instances in the layout
cell | netlist | layout
edfxtp_1 | 256 | 256
dfrtp_1 | 105 | 103
mux2i_1 | 94 | 94
clkdlybuf4s50_1 | 0 | 69
o22ai_1 | 62 | 62
clkbuf_16 | 0 | 40
mux2_2 | 38 | 38
inv_1 | 34 | 34
nand2_1 | 34 | 34
o21ai_1 | 32 | 32
mux2_1 | 30 | 30
a221oi_1 | 30 | 30
buf_4 | 0 | 30
clkbuf_1 | 13 | 15
nor2_2 | 0 | 4
nor3_2 | 0 | 4
nor2_1 | 8 | 4
clkbuf_8 | 0 | 4
a21o_1 | 3 | 3
nand2b_1 | 4 | 3
clkinv_1 | 0 | 3
clkinv_2 | 0 | 3
and2_1 | 2 | 2
nand3_1 | 2 | 2
inv_6 | 0 | 2
bufinv_16 | 0 | 2
## area by class of cell
type                       count  share of cell area (%)
multi-input combinational    354                   18.12
timing repair buffer          99                   5.689
clock inverter                11                  0.7460
tap                          448                   3.482
inverter                      34                  0.7927
clock buffer                  59                   6.909
sequential                   362                   64.26
## flip-flops by register name, indices dropped and copies added, names as in the netlist
signal	flops
MASTER.PADDR	3
MASTER.PENABLE	1
MASTER.PSELx	1
MASTER.PWDATA	32
MASTER.PWRITE	1
MASTER.read_data	32
MASTER.state	3
SLAVE.PRDATA	32
SLAVE.PREADY	1
SLAVE.memory	256
## worst paths after layout
check	endpoint	slack (ps)	depth (start not counted)
min in group clk0	MASTER.read_data[31]$_DFFE_PN0P_	480	1
worst min-delay path	MASTER.PWDATA[3]$_DFFE_PN0P_	380	1
worst max register to register	SLAVE.memory[1][12]$_DFFE_PP_	2230	4
worst min register to register	MASTER.read_data[31]$_DFFE_PN0P_	480	1
max in group asynchronous	MASTER.PADDR[2]$_DFFE_PN0P_	3840	2
worst max-delay path	SLAVE.memory[1][12]$_DFFE_PP_	2230	4
## through the flow
step	instances	hold slack (ps)	power, W	setup WS [ps]	utilization [%]
3_5_place_dp	1297	461.2	0.006547	2019	44.12
3_3_place_gp	1297	454.1	0.006498	2044	44.12
5_1_grt	1367	383.8	0.009557	2030	47.78
6_report	1367	384.2	0.009067	2226	47.78
4_1_cts	1367	371.6	0.009189	2242	47.78
2_1_floorplan	799	439.2	0.005796	1309	-
## cell families after synthesis
kind of cell,synth area share [%]
flops,75.20
buf+inv,3.821
simple gates,1.920
compound gates,6.651
mux,12.41
## where the power goes
part / internal (W) / switching (W)
sequential: 0.00387 / 0.000520
clock: 0.00158 / 0.00104
combinational: 0.000985 / 0.00108
total: 0.00643 / 0.00264
## per-layer routing
metal	share of wire [%]	global-route usage (%)	vias to the layer above
li1	-	-	3258
met1	41	23.45	3433
met2	47	24.68	285
met3	10	8.467	41
met4	2.2	3.346	0
met5	0	0	-
Power and IR drop assume default switching activity.
